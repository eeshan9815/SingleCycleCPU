===== design/flow/constraint.sdc =====
current_design ALU

set clk_period 20.0
set clk_io_pct 0.2

create_clock -name clk0 -period $clk_period

set non_clock_inputs [all_inputs -no_clocks]
set_input_delay [expr $clk_period * $clk_io_pct] -clock clk0 $non_clock_inputs
set_output_delay [expr $clk_period * $clk_io_pct] -clock clk0 [all_outputs]

===== design/flow/design.v =====
`timescale 1ns / 1ps
module ALU(
	input [2:0] AluControl,
	input [31:0] in_a,
	input [31:0] in_b,
	output [31:0] out,
	output zeroflag,
	output signflag,
	output carryflag,
	output overflowflag
    );
	wire[31:0] sum, compl_b, xor_out, and_out;
	wire[31:0] shift_a; 	
	wire dummy1, dummy2;
	adder A_1(in_a, in_b, 1'b0, sum, carryflag_imd, overflowflag_imd);
	adder A_2({32'b0}, ~in_b, 1'b1, compl_b, dummy1, dummy2);  
	assign and_out = in_a & in_b;
	assign xor_out = in_a ^ in_b;
	shifter A(in_a, in_b[4:0], shift_a, AluControl[0], AluControl[1]);
	Mux_8x1 MuxALU (sum, compl_b, and_out, xor_out, shift_a, shift_a, {32'b0}, shift_a, out, AluControl);
	Mux #(1) MuxCarryFlag (carryflag_imd, 1'b0, carryflag, |AluControl);
	Mux #(1) MuxOverflowFlag (overflowflag_imd, 1'b0, overflowflag, |AluControl);
	assign zeroflag = ~|(out);
	assign signflag = out[31];
endmodule
`timescale 1ns / 1ps
module Mux(
		in_1,
		in_2,
		out,
		select
    );
parameter N=32;
	input [N-1:0] in_1;
	input [N-1:0] in_2;
	output reg[N-1:0] out;
	input select;
	always@(*)
	begin
		if(select)
			out <= in_2;
		else
			out <= in_1;
	end
endmodule
module Mux_4x1(
		in_1,
		in_2,
		in_3,
		in_4,
		out,
		select
    );
parameter N=32;
	input [N-1:0] in_1;
	input [N-1:0] in_2;
	input [N-1:0] in_3;
	input [N-1:0] in_4;
	output reg[N-1:0] out;
	input [1:0] select;
	always@(*)
	begin
		if(select == 2'b11)
			out <= in_4;
		else if(select == 2'b10)
			out <= in_3;
		else if(select == 2'b01)
			out <= in_2; 
		else
			out <= in_1;
	end
endmodule
module Mux_8x1(
		in_1,
		in_2,
		in_3,
		in_4,
		in_5,
		in_6,
		in_7,
		in_8,
		out,
		select
    );
parameter N=32;
	input [N-1:0] in_1;
	input [N-1:0] in_2;
	input [N-1:0] in_3;
	input [N-1:0] in_4;
	input [N-1:0] in_5;
	input [N-1:0] in_6;
	input [N-1:0] in_7;
	input [N-1:0] in_8;
	output reg[N-1:0] out;
	input [2:0] select;
	always@(*)
	begin
		if(select == 3'b111)
			out <= in_8;
		else if(select == 3'b110)
			out <= in_7;
		else if(select == 3'b101)
			out <= in_6;
		else if(select == 3'b100)
			out <= in_5;
		else if(select == 3'b11)
			out <= in_4;
		else if(select == 3'b10)
			out <= in_3;
		else if(select == 3'b01)
			out <= in_2; 
		else
			out <= in_1;
	end
endmodule
`timescale 1ns / 1ps
module adder(
    input [31:0] a,
    input [31:0] b,
    input cy_in,
    output [31:0] sum,
	 output carryflag,
	 output overflowflag
    );
	wire [31:0] carry; 
	full_adder FA0(a[0],b[0],cy_in,sum[0],carry[1]);
	full_adder FA1(a[1],b[1],carry[1],sum[1],carry[2]);
	full_adder FA2(a[2],b[2],carry[2],sum[2],carry[3]);
	full_adder FA3(a[3],b[3],carry[3],sum[3],carry[4]);
	full_adder FA4(a[4],b[4],carry[4],sum[4],carry[5]);
	full_adder FA5(a[5],b[5],carry[5],sum[5],carry[6]);
	full_adder FA6(a[6],b[6],carry[6],sum[6],carry[7]);
	full_adder FA7(a[7],b[7],carry[7],sum[7],carry[8]);
	full_adder FA8(a[8],b[8],carry[8],sum[8],carry[9]);
	full_adder FA9(a[9],b[9],carry[9],sum[9],carry[10]);
	full_adder FA10(a[10],b[10],carry[10],sum[10],carry[11]);
	full_adder FA11(a[11],b[11],carry[11],sum[11],carry[12]);
	full_adder FA12(a[12],b[12],carry[12],sum[12],carry[13]);
	full_adder FA13(a[13],b[13],carry[13],sum[13],carry[14]);
	full_adder FA14(a[14],b[14],carry[14],sum[14],carry[15]);
	full_adder FA15(a[15],b[15],carry[15],sum[15],carry[16]);
	full_adder FA16(a[16],b[16],carry[16],sum[16],carry[17]);
	full_adder FA17(a[17],b[17],carry[17],sum[17],carry[18]);
	full_adder FA18(a[18],b[18],carry[18],sum[18],carry[19]);
	full_adder FA19(a[19],b[19],carry[19],sum[19],carry[20]);
	full_adder FA20(a[20],b[20],carry[20],sum[20],carry[21]);
	full_adder FA21(a[21],b[21],carry[21],sum[21],carry[22]);
	full_adder FA22(a[22],b[22],carry[22],sum[22],carry[23]);
	full_adder FA23(a[23],b[23],carry[23],sum[23],carry[24]);
	full_adder FA24(a[24],b[24],carry[24],sum[24],carry[25]);
	full_adder FA25(a[25],b[25],carry[25],sum[25],carry[26]);
	full_adder FA26(a[26],b[26],carry[26],sum[26],carry[27]);
	full_adder FA27(a[27],b[27],carry[27],sum[27],carry[28]);
	full_adder FA28(a[28],b[28],carry[28],sum[28],carry[29]);
	full_adder FA29(a[29],b[29],carry[29],sum[29],carry[30]);
	full_adder FA30(a[30],b[30],carry[30],sum[30],carry[31]);
	full_adder FA31(a[31],b[31],carry[31],sum[31],carryflag);
	assign overflowflag = carryflag ^ carry[31];
endmodule
module full_adder(
		input a,
		input b,
		input c_in,
		output sum,
		output c_out
    );
	assign sum = a^b^c_in;
	assign c_out = (a&b)|(b&c_in)|(c_in&a);
endmodule
`timescale 1ns / 1ps
module shifter(
	in, shift, out, direction, signex  
    );
	input [31:0] in;
	input [4:0] shift;
	output [31:0] out;
	input direction;
	input signex;
	assign f = signex & in[31];
	wire [31:0] imd1, imd2, imd3, imd4, out1, out2, out3, out4, out5;
	Mux Mux1({in[30:0],1'b0}, {{1{f}},in[31:1]},out1, direction);
	Mux Mux2(in,out1,imd1,shift[0]);
	Mux Mux3({imd1[29:0],2'b0}, {{2{f}},imd1[31:2]},out2,direction);
	Mux Mux4(imd1,out2,imd2,shift[1]);
	Mux Mux5({imd2[27:0],4'b0}, {{4{f}},imd2[31:4]},out3,direction);
	Mux Mux6(imd2,out3,imd3,shift[2]);
	Mux Mux7({imd3[23:0],8'b0}, {{8{f}},imd3[31:8]},out4,direction);
	Mux Mux8(imd3,out4,imd4,shift[3]);
	Mux Mux9({imd4[15:0],16'b0}, {{16{f}},imd4[31:16]},out5,direction);
	Mux Mux10(imd4,out5,out,shift[4]);
endmodule

===== design/flow/run.sh =====
#!/bin/bash
# OpenROAD 26Q1-2900-gdf79404cd8, Yosys 0.63+post, stock flow scripts
make -C /OpenROAD-flow-scripts/flow DESIGN_CONFIG=/design/flow/config.mk WORK_HOME=/design/flow/orfs finish

===== design/flow/config.mk =====
export PLATFORM = sky130hd
export DESIGN_NAME = ALU
export DESIGN_NICKNAME = ALU
export VERILOG_FILES = /design/flow/design.v
export SDC_FILE = /design/flow/constraint.sdc
export NUM_CORES = 4
export LEC_CHECK = 1
export CORE_UTILIZATION = 50

==> notes.md <==
Flow results.

- The layout stage reports a final design area of 0.008498 mm^2.
- The final route contains 8688 vias.
- The post-route core utilization is 0.6029.
- Total power normalized to cell area comes to 29.28 mW/mm^2.
- The DRC violation count after routing is 0.
- The first global-routing pass estimated 48050 um of wire.
- The sort of element at the start of the critical path is an input port.
- The largest net degree at the start of global routing is 65.
- In the global route stage, overall resource usage came out at 0.4457.
- Per the detailed-route log, wirelength across all metal layers totals 32650 um.
- The area of the core region is 0.01410 mm^2.
- The most critical hold endpoint after final layout shows a slack of 8.945 ns.
- The total of buffers placed on input and output ports is 103.
- The floorplan report gives the top-level pin count as 103.
- The number of library cell types mapped by synthesis is 79.
- Once iteration 0 of detailed routing completed, the report listed 1108 DRC markers.
- The final reports fail on negative setup slack.
- Setup repair after global routing could not meet its margin everywhere.
- The design draws 0.2488 mW.
- The sequential cell count is 0.
- The height of the die is 123.1 um.
- Per the detail_route report, vias per standard cell equal 7.075.
- Warnings reported by Yosys during synthesis add up to 6.
- After synthesis, the mean cell area works out to 7.368 um^2.
- After synthesis, the design contains 996 cells according to Yosys.
- The share of final-layout standard cells stronger than drive strength 1 is 0.1584.
- The category of the most critical setup path is input port to output port.
- The leftover overflow at the end of global routing is 0.
- The sort of element at the end of the critical path is an output port.
- In the log, the iteration count for the first detailed-route pass is 6.
- The measured slew at the worst slew-check pin is 1.021 ns.
- Fill cells in the final layout number 1294.
- The worst-path cell with the longest stage delay is sky130_fd_sc_hd__fa_1.
- The flow ran to the end, but the final reports show violations.
- The share of synthesized area in the top cell type comes to 0.1057.
- The average detailed-routed wire length per instance is 26.59 um.
- The largest fanout on the critical path is 2.
- For this run, the slowest stage of the critical path takes 0.47 ns.
- The share of the yosys chip area belonging to registers is 0.
- According to the floorplan report, the die width is 123.1 um.
- The fmax is 0.04932 GHz.
- The number of clock buffers in the layout is 0.
- The most critical min-delay path falls under input port to output port.
- The cell seen most often among critical-path stages is sky130_fd_sc_hd__fa_2.
- The number of global-route vias before repair is 7893.
- By instance count after routing, the leading logic cell type is sky130_fd_sc_hd__clkdlybuf4s50_1.
- The floorplan step records an initial core utilization of 0.5206.
- The full die area is 0.01516 mm^2.
- The final max-slew violation count recorded for this run is 0.
- The final layout reports a setup TNS of -0.3174 ns.
- After layout, the minimum clock period comes to 20.28 ns.
- The floorplan row count is 43.
- Per the detailed placement report, the placed cell area equals 0.008422 mm^2.
- After layout, the worst setup slack is -0.2770 ns.
- The end-of-flow timing check tallies setup violations at 2.
- For this run, the chip area from Yosys synthesis comes to 0.007338 mm^2.
- The highest ir drop seen on vdd is 0.02320 mV.
- The max-capacitance violation count is 0.
- The area taken by sequential standard cells is reported as 0 um^2.
- Per the final timing report, the hold violations number 0.
- The worst pin sits at a relative slew slack of 0.3171.
- OpenROAD emitted warnings numbering 35.
- The worst endpoint required time is 16.00 ns.
- The cell count after synthesis came out at 996.
- In the layout the commonest cells are 91 x sky130_fd_sc_hd__clkdlybuf4s50_1, 90 x sky130_fd_sc_hd__nor2_1, 77 x sky130_fd_sc_hd__inv_1, 77 x sky130_fd_sc_hd__mux2i_1, 67 x sky130_fd_sc_hd__nand2_1.
- The number of antenna cells inserted is 0.
- In this run the cell area of the synthesized design comes to 0.007338 mm^2.
- The top cell type by total area after synthesis is sky130_fd_sc_hd__ha_1.
- Ranked by total cell area, the synthesized netlist is headed by sky130_fd_sc_hd__ha_1 11%, sky130_fd_sc_hd__mux2i_1 11%, sky130_fd_sc_hd__fa_1 8.5%.
- At the worst endpoint, the arrival time is 16.28 ns.
- The static leakage is 3.611 nW.
- The final timing summary puts the cycle share of the worst path at 1.014.
- The number of nets with antenna violations after routing is 0.
- The HPWL after detailed placement is 25330 um.
- The initial antenna violation count came to 0.
- The layout overhead on the synthesized area is 15.81%.
- Per the gpl log, the routability congestion estimate is 1.121.
[synthesized netlist by cell type (4+ instances only)]
cell type,count
sky130_fd_sc_hd__nand2b_1,8
sky130_fd_sc_hd__nor2_1,90
sky130_fd_sc_hd__o211ai_1,19
sky130_fd_sc_hd__mux2i_1,77
sky130_fd_sc_hd__a211o_1,6
sky130_fd_sc_hd__clkbuf_1,46
sky130_fd_sc_hd__inv_1,83
sky130_fd_sc_hd__buf_4,11
sky130_fd_sc_hd__nor4_1,12
sky130_fd_sc_hd__mux2_2,17
sky130_fd_sc_hd__clkinv_1,4
sky130_fd_sc_hd__nand3_1,18
sky130_fd_sc_hd__a21o_1,8
sky130_fd_sc_hd__o32ai_1,5
sky130_fd_sc_hd__mux2_4,4
sky130_fd_sc_hd__o22ai_1,17
sky130_fd_sc_hd__and2_1,8
sky130_fd_sc_hd__o221ai_1,5
sky130_fd_sc_hd__or2_2,5
sky130_fd_sc_hd__o31ai_1,9
sky130_fd_sc_hd__a31oi_1,17
sky130_fd_sc_hd__buf_2,24
sky130_fd_sc_hd__a221oi_1,6
sky130_fd_sc_hd__a2111oi_0,4
sky130_fd_sc_hd__fa_1,31
sky130_fd_sc_hd__nand4_1,4
sky130_fd_sc_hd__a211oi_1,40
sky130_fd_sc_hd__nor2b_1,7
sky130_fd_sc_hd__o41ai_1,4
sky130_fd_sc_hd__a22oi_1,16
sky130_fd_sc_hd__mux4_2,22
sky130_fd_sc_hd__buf_6,15
sky130_fd_sc_hd__or4_1,4
sky130_fd_sc_hd__a21oi_1,54
sky130_fd_sc_hd__a211oi_2,4
sky130_fd_sc_hd__nand2_1,68
sky130_fd_sc_hd__ha_1,62
sky130_fd_sc_hd__nor3_1,38
sky130_fd_sc_hd__and3_1,5
sky130_fd_sc_hd__o21ai_0,58
[worst paths after layout]
check,from,endpoint,cells after the start
worst min-delay path,AluControl[0],zeroflag,8
worst max-delay path,in_a[0],zeroflag,45
[power breakdown]
part | internal [mW] | total (mW) | leakage (nW) | switching, mW
sequential | 0 | 0 | 0 | 0
combinational | 0.106 | 0.249 | 3.61 | 0.143
clock | 0 | 0 | 0 | 0
total | 0.106 | 0.249 | 3.61 | 0.143
[layer usage]
layer / part of all wire / track usage / vias to the layer above
met5: 0 / 0.02431 / -
met4: 0.060 / 0.1980 / 0
met3: 0.12 / 0.1083 / 137
met2: 0.43 / 0.6781 / 635
met1: 0.39 / 0.6029 / 4073
li1: - / - / 3843
[cell type report]
cell class	count	area, um^2	area share
multi-input combinational	812	6580	0.7743
timing repair buffer	149	1366	0.1608
inverter	87	326.6	0.03843
tap	180	225.2	0.02650
[cell families (layout without fill, tap and decap cells)]
logic type,after synthesis,count (layout),share of synthesized area
muxes,123,123,0.2118
xor gates and xnor gates,2,2,0.002387
AOI/OAI and AO/OA,313,313,0.2962
buffers and inverters,184,236,0.1192
and+or+nand+nor,281,281,0.1802
adders and majority gates,93,93,0.1903
[worst max-delay path: cells and delay by family]
kind	cells	cell delay [ns]
adder cells (fa/ha/maj)	32	10.82
AND-OR/OR-AND	5	0.58
AND/OR/NAND/NOR	3	0.48
buffers and inverters	5	0.37
[per-stage QoR]
stage	std cells	setup slack, ns
4_1_cts	1227	-0.2694
3_3_place_gp	1225	-1.201
6_report	1228	-0.2770
5_1_grt	1228	-0.7335
3_5_place_dp	1225	-1.286
2_1_floorplan	996	0.03059
[repair_timing]
item / in CTS / in global routing
pin swaps: 2 / 0
hold buffers: 0 / 0
cloned: 0 / 0
buffers inserted: 2 / 1
gates resized: 36 / 4
setup endpoints to repair: 7 / 6
Power is estimated from default activity; no workload was simulated.
