==> design.v <==
`timescale 1ns / 1ps
module RegisterBank(
	read_addr_1, read_addr_2, write_addr, write_data, RegWrite,	clock, read_data_1, read_data_2, reset
    );
	input [4:0] read_addr_1;
	input [4:0] read_addr_2;
	input [4:0] write_addr;
	input [31:0] write_data;
	input RegWrite;
	input clock;
	output [31:0] read_data_1;
	output [31:0] read_data_2;
	input reset;
	reg [31:0] RBank [31:0];
	assign read_data_1 = RBank[read_addr_1];
	assign read_data_2 = RBank[read_addr_2];
	always @(posedge clock)
	begin
	if(RegWrite)
		RBank[write_addr] <= write_data;
	end
endmodule
==> run.sh <==
#!/bin/bash
# OpenROAD 26Q1-2900-gdf79404cd8, Yosys 0.63+post, stock flow scripts
make -C /OpenROAD-flow-scripts/flow DESIGN_CONFIG=/design/flow/config.mk WORK_HOME=/design/flow/orfs finish
==> config.mk <==
export PLATFORM = sky130hd
export DESIGN_NAME = RegisterBank
export DESIGN_NICKNAME = RegisterBank
export VERILOG_FILES = /design/flow/design.v
export SDC_FILE = /design/flow/constraint.sdc
export NUM_CORES = 4
export LEC_CHECK = 1
export CORE_UTILIZATION = 30
==> constraint.sdc <==
current_design RegisterBank

set clk_period 8.5
set clk_io_pct 0.2

create_clock -name clk0 -period $clk_period [get_ports {clock}]

set non_clock_inputs [all_inputs -no_clocks]
set_input_delay [expr $clk_period * $clk_io_pct] -clock clk0 $non_clock_inputs
set_output_delay [expr $clk_period * $clk_io_pct] -clock clk0 [all_outputs]
==> load_flow_metrics.sql <==
-- load yosys + openroad results
INSERT INTO impl_metrics (metric_group, metric, value, unit) VALUES
('status', 'outcome', 'finished, final reports clean', ''),
('detailed_routing', 'via_per_inst', '5.38', ''),
('run', 'warnings', '27', ''),
('placed_design', 'placed_area', '52600', 'um^2'),
('worst_hold_path', 'timing.hold.worst.class', 'input port to register', ''),
('sta', 'timing.final.hold_violations', '0', ''),
('finish', 'layout.cell_area.non_filler', '55700', 'um^2'),
('finish', 'max_flop_register', 'RBank', ''),
('logic_synthesis', 'netlist.area_leader.share', '63.0', '%'),
('logic_synthesis', 'yosys_register_bits', '1024', ''),
('floorplanning', 'share_of_the_core_filled_by_cells_before_placement', '30.3', '%'),
('finish', 'reg.largest.list', 'RBank x1024', ''),
('placed_design', 'gpl.final_weighted_congestion', '0.853', ''),
('sta', 'timing.final.setup_violations', '0', ''),
('global_route', 'grt_pass1_vias', '31718', ''),
('placed_design', 'total_half_perimeter_wirelength_after_legalization_and_detailed_placement', '83400', 'um'),
('sta', 'grt_setup_unrepaired', 'false', ''),
('run', 'max_cap_viol_count', '0', ''),
('floorplanning', 'die_width', '405', 'um'),
('clock_network', 'htree_levels', '3', ''),
('worst_setup_path', 'setup.worst_path.start_class', 'input port', ''),
('global_route', 'grt_antenna_before_repair', '10', ''),
('clock_network', 'postcts_setup_bufs', '0', ''),
('worst_setup_path', 'end_kind', 'output pin', ''),
('finish', 'filler_cell_count', '15232', ''),
('clock_network', 'clock_sink_count', '1024', ''),
('pwr', 'power_density', '196', 'nW/um^2'),
('detailed_routing', 'drt_pass1_iterations', '5', ''),
('floorplanning', 'io_pins', '114', ''),
('global_route', 'grt_max_degree', '97', ''),
('logic_synthesis', 'yosysUniqueCellTypes', '23', ''),
('logic_synthesis', 'synth.yosys.chip_area', '48800', 'um^2'),
('clock_network', 'tritoncts_buffer_count', '102', ''),
('clock_network', 'max-clock-path-buffers', '3', ''),
('logic_synthesis', 'synthesis.area', '48800', 'um^2'),
('finish', 'drive_gt1_share', '8.94', '%'),
('clock_network', 'cts_root_buf', 'sky130_fd_sc_hd__clkbuf_16', ''),
('pwr', 'static_power_due_to_leakage', '20.0', 'nW'),
('sta', 'finalClockPeriodUsage', '78.5', '%'),
('worst_setup_path', 'critical_path_class', 'input port to output pin', ''),
('logic_synthesis', 'synth.largest_area_cell', 'sky130_fd_sc_hd__edfxtp_1', ''),
('worst_setup_path', 'required', '6.80', 'ns'),
('clock_network', 'worst_setup_hold_path_clk_slew', '0.06', 'ns'),
('floorplanning', 'design.core.area', '161000', 'um^2'),
('clock_network', 'cts_hold_buffers', '0', ''),
('floorplanning', 'chipArea', '164000', 'um^2'),
('logic_synthesis', 'syn_area_per_cell', '14.4', 'um^2'),
('sta', 'timing.max_slew.rel_slack', '35.4', '%'),
('detailed_routing', 'ant_nets', '0', ''),
('placed_design', 'portBuffers', '112', ''),
('finish', 'largest_register_ffs', '1024', ''),
('sta', 'timing.setup.tns', '0', 'ns'),
('logic_synthesis', 'topCellsByArea', 'sky130_fd_sc_hd__edfxtp_1 63%, sky130_fd_sc_hd__mux2i_1 21%, sky130_fd_sc_hd__a22oi_1 3.0%', ''),
('clock_network', 'cts_resized', '0', ''),
('sta', 'min_period', '6.67', 'ns'),
('global_route', 'global_route.usage.total', '19.4', '%'),
('logic_synthesis', 'syn_inst', '3386', ''),
('sta', 'final_max_slew_viols', '0', ''),
('worst_setup_path', 'timing.critical_path.fanout_max', '28', ''),
('detailed_routing', 'drc', '0', ''),
('detailed_routing', 'route.vias.total', '30751', ''),
('finish', 'layout-area-overhead-vs-synth', '14.1', '%'),
('clock_network', 'cts_tree', 'done', ''),
('global_route', 'grt_pass1_wl', '217000', 'um'),
('detailed_routing', 'drt-initial-drc-count', '2055', ''),
('sta', 'worst-slew-pin-transition', '0.967', 'ns'),
('logic_synthesis', 'ys_cells', '3386', ''),
('floorplanning', 'die_height', '405', 'um'),
('logic_synthesis', 'synth_warnings', '1', ''),
('worst_setup_path', 'crit_path_dat', '4.97', 'ns'),
('logic_synthesis', 'ys_seq_share', '63.0', '%'),
('pwr', 'ir_worst_vdd', '0.139', 'mV'),
('floorplanning', 'floorplan.rows', '147', ''),
('detailed_routing', 'final_wirelength', '152000', 'um'),
('global_route', 'residual_overflow_from_global_routing', '0', ''),
('detailed_routing', 'avgRoutedWirePerCell', '26.6', 'um'),
('sta', 'fmax', '150', 'MHz');
-- cells by family after synthesis --
kind of cell | after synthesis | share of synthesized area, %
compound gates | 576 | 8.04
flops | 1024 | 63.0
simple gates | 509 | 4.71
mux | 1024 | 21.0
buf+inv | 253 | 3.21
-- final cells by class --
class	count	area (um^2)	area share, %
sequential	1024	30700	55.3
multi-input combinational	2109	16800	30.1
tap	2160	2700	4.86
clock buffer	115	2600	4.67
timing repair buffer	240	2350	4.23
clock inverter	69	462	0.830
antenna	1	2.50	0.00450
-- per-layer routing --
| metal | share of wire (%) | vias to the layer above | routed length (um) | track usage [%] |
|---|---|---|---|---|
| met3 | 14 | 297 | 21900 | 12.0 |
| met2 | 47 | 1729 | 70800 | 29.6 |
| met1 | 36 | 15141 | 54200 | 23.0 |
| met5 | 0.17 | - | 251 | 0.952 |
| met4 | 3.2 | 23 | 4810 | 5.17 |
| li1 | - | 13561 | - | - |
-- critical path: stages --
cell and delay [ns]:
sky130_fd_sc_hd__clkdlybuf4s50_1 0.63, sky130_fd_sc_hd__nor2b_4 0.80, sky130_fd_sc_hd__buf_12 0.32, sky130_fd_sc_hd__buf_4 0.29
sky130_fd_sc_hd__a22o_1 0.16, sky130_fd_sc_hd__nor3_1 0.05, sky130_fd_sc_hd__a31oi_1 0.33, sky130_fd_sc_hd__nand3_1 0.16
sky130_fd_sc_hd__clkdlybuf4s50_1 0.48
-- metrics by stage --
| stage | hold WS (ns) | setup slack [ns] | utilization [%] | power (mW) | cells |
|---|---|---|---|---|---|
| 4_1_cts | 1.77 | 1.87 | 34.6 | 11.0 | 5717 |
| 6_report | 1.81 | 1.83 | 34.6 | 10.9 | 5718 |
| 3_5_place_dp | 2.53 | 1.87 | 32.7 | 6.79 | 5533 |
| 3_3_place_gp | 2.53 | 1.87 | 32.7 | 6.78 | 5533 |
| 2_1_floorplan | 1.80 | 4.04 | - | 6.33 | 3386 |
| 5_1_grt | 1.81 | 1.78 | 34.6 | 11.2 | 5717 |
-- synthesized netlist by cell type --
| cell type | n |
|---|---|
| sky130_fd_sc_hd__edfxtp_1 | 1024 |
| sky130_fd_sc_hd__mux2i_1 | 1024 |
| sky130_fd_sc_hd__nand2_1 | 195 |
| sky130_fd_sc_hd__nand3_1 | 194 |
| sky130_fd_sc_hd__a21oi_1 | 192 |
| sky130_fd_sc_hd__a22oi_1 | 192 |
| sky130_fd_sc_hd__a22o_1 | 128 |
| sky130_fd_sc_hd__clkbuf_1 | 86 |
| sky130_fd_sc_hd__buf_2 | 70 |
| sky130_fd_sc_hd__a31oi_1 | 64 |
| sky130_fd_sc_hd__nor3_1 | 64 |
| sky130_fd_sc_hd__buf_4 | 47 |
| sky130_fd_sc_hd__buf_6 | 45 |
| sky130_fd_sc_hd__nor2_1 | 35 |
| sky130_fd_sc_hd__nand3b_1 | 5 |
| sky130_fd_sc_hd__clkbuf_4 | 4 |
| sky130_fd_sc_hd__nand2b_1 | 4 |
| sky130_fd_sc_hd__nor2b_1 | 4 |
| sky130_fd_sc_hd__or3b_2 | 3 |
| sky130_fd_sc_hd__and2_1 | 2 |
| sky130_fd_sc_hd__or2_2 | 2 |
| sky130_fd_sc_hd__buf_1 | 1 |
| sky130_fd_sc_hd__or3_1 | 1 |
-- where the power goes --
group	internal, mW	switching [mW]	total (mW)
sequential	5.62	0.0234	5.64
combinational	0.394	0.648	1.04
clock	2.29	1.93	4.22
total	8.30	2.61	10.9
-- final timing paths --
path                       start              to  slack (ns)  cells after the start
setup / recovery  read_addr_1[2]  read_data_1[4]        1.83                      9
hold / removal    write_data[19]   RBank[24][19]        1.81                      2
-- placed cells by master (no fill, tap or decap), drive strengths merged, types with 35 or more instances in the layout --
cell type      count
a21oi            192
a22o             128
a22oi            192
a31oi             64
buf              130
clkbuf           115
clkdlybuf4s50    110
clkinv            57
edfxtp          1024
mux2i           1024
nand2            195
nand3            194
nor2              35
nor3              64
Power and IR drop assume default switching activity.
