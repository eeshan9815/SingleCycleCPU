`flow/run.sh`:
```
#!/bin/bash
# OpenROAD 26Q1-2900-gdf79404cd8, Yosys 0.63+post, stock flow scripts
make -C /OpenROAD-flow-scripts/flow DESIGN_CONFIG=/design/flow/config.mk WORK_HOME=/design/flow/orfs finish
```
`flow/design.v`:
```
`timescale 1ns / 1ps
module BranchingLogic(
		input [31:0] jump_addr,
		input zero_flag,
		input sign_flag,
		input carry_flag,
		input overflow_flag,
		input [3:0] FlagControl,
		input BranchControl,
		input [31:0] program_counter_in,
		output [31:0] program_counter_out,
		output wire[31:0] pc_plus4
	);
	wire [31:0] jump_counter; 
	wire flag, flag_imd, jump_condition;
	wire dummy1, dummy2, dummy3, dummy4;
	Mux_4x1 #(1)MuxFlagSelector(sign_flag, overflow_flag, zero_flag, carry_flag, flag_imd, FlagControl[2:1]);
	Mux #(1)MuxSignSelector(flag_imd, ~flag_imd, flag, FlagControl[0]);
	assign jump_condition = (flag|(FlagControl[3]&FlagControl[2]))&BranchControl;
	adder A1 (program_counter_in,32'b100,1'b0,pc_plus4,dummy1,dummy2);
	adder A2 (pc_plus4, {jump_addr[29:0],2'b0},1'b0, jump_counter,dummy3,dummy4);
	Mux MuxDestinationSelector(pc_plus4, jump_counter, program_counter_out,jump_condition);
endmodule
`timescale 1ns / 1ps
module Mux(
		in_1,
		in_2,
		out,
		select
    );
parameter N=32;
	input [N-1:0] in_1;
	input [N-1:0] in_2;
	output reg[N-1:0] out;
	input select;
	always@(*)
	begin
		if(select)
			out <= in_2;
		else
			out <= in_1;
	end
endmodule
module Mux_4x1(
		in_1,
		in_2,
		in_3,
		in_4,
		out,
		select
    );
parameter N=32;
	input [N-1:0] in_1;
	input [N-1:0] in_2;
	input [N-1:0] in_3;
	input [N-1:0] in_4;
	output reg[N-1:0] out;
	input [1:0] select;
	always@(*)
	begin
		if(select == 2'b11)
			out <= in_4;
		else if(select == 2'b10)
			out <= in_3;
		else if(select == 2'b01)
			out <= in_2; 
		else
			out <= in_1;
	end
endmodule
module Mux_8x1(
		in_1,
		in_2,
		in_3,
		in_4,
		in_5,
		in_6,
		in_7,
		in_8,
		out,
		select
    );
parameter N=32;
	input [N-1:0] in_1;
	input [N-1:0] in_2;
	input [N-1:0] in_3;
	input [N-1:0] in_4;
	input [N-1:0] in_5;
	input [N-1:0] in_6;
	input [N-1:0] in_7;
	input [N-1:0] in_8;
	output reg[N-1:0] out;
	input [2:0] select;
	always@(*)
	begin
		if(select == 3'b111)
			out <= in_8;
		else if(select == 3'b110)
			out <= in_7;
		else if(select == 3'b101)
			out <= in_6;
		else if(select == 3'b100)
			out <= in_5;
		else if(select == 3'b11)
			out <= in_4;
		else if(select == 3'b10)
			out <= in_3;
		else if(select == 3'b01)
			out <= in_2; 
		else
			out <= in_1;
	end
endmodule
`timescale 1ns / 1ps
module adder(
    input [31:0] a,
    input [31:0] b,
    input cy_in,
    output [31:0] sum,
	 output carryflag,
	 output overflowflag
    );
	wire [31:0] carry; 
	full_adder FA0(a[0],b[0],cy_in,sum[0],carry[1]);
	full_adder FA1(a[1],b[1],carry[1],sum[1],carry[2]);
	full_adder FA2(a[2],b[2],carry[2],sum[2],carry[3]);
	full_adder FA3(a[3],b[3],carry[3],sum[3],carry[4]);
	full_adder FA4(a[4],b[4],carry[4],sum[4],carry[5]);
	full_adder FA5(a[5],b[5],carry[5],sum[5],carry[6]);
	full_adder FA6(a[6],b[6],carry[6],sum[6],carry[7]);
	full_adder FA7(a[7],b[7],carry[7],sum[7],carry[8]);
	full_adder FA8(a[8],b[8],carry[8],sum[8],carry[9]);
	full_adder FA9(a[9],b[9],carry[9],sum[9],carry[10]);
	full_adder FA10(a[10],b[10],carry[10],sum[10],carry[11]);
	full_adder FA11(a[11],b[11],carry[11],sum[11],carry[12]);
	full_adder FA12(a[12],b[12],carry[12],sum[12],carry[13]);
	full_adder FA13(a[13],b[13],carry[13],sum[13],carry[14]);
	full_adder FA14(a[14],b[14],carry[14],sum[14],carry[15]);
	full_adder FA15(a[15],b[15],carry[15],sum[15],carry[16]);
	full_adder FA16(a[16],b[16],carry[16],sum[16],carry[17]);
	full_adder FA17(a[17],b[17],carry[17],sum[17],carry[18]);
	full_adder FA18(a[18],b[18],carry[18],sum[18],carry[19]);
	full_adder FA19(a[19],b[19],carry[19],sum[19],carry[20]);
	full_adder FA20(a[20],b[20],carry[20],sum[20],carry[21]);
	full_adder FA21(a[21],b[21],carry[21],sum[21],carry[22]);
	full_adder FA22(a[22],b[22],carry[22],sum[22],carry[23]);
	full_adder FA23(a[23],b[23],carry[23],sum[23],carry[24]);
	full_adder FA24(a[24],b[24],carry[24],sum[24],carry[25]);
	full_adder FA25(a[25],b[25],carry[25],sum[25],carry[26]);
	full_adder FA26(a[26],b[26],carry[26],sum[26],carry[27]);
	full_adder FA27(a[27],b[27],carry[27],sum[27],carry[28]);
	full_adder FA28(a[28],b[28],carry[28],sum[28],carry[29]);
	full_adder FA29(a[29],b[29],carry[29],sum[29],carry[30]);
	full_adder FA30(a[30],b[30],carry[30],sum[30],carry[31]);
	full_adder FA31(a[31],b[31],carry[31],sum[31],carryflag);
	assign overflowflag = carryflag ^ carry[31];
endmodule
module full_adder(
		input a,
		input b,
		input c_in,
		output sum,
		output c_out
    );
	assign sum = a^b^c_in;
	assign c_out = (a&b)|(b&c_in)|(c_in&a);
endmodule
```
`flow/config.mk`:
```
export PLATFORM = sky130hd
export DESIGN_NAME = BranchingLogic
export DESIGN_NICKNAME = BranchingLogic
export VERILOG_FILES = /design/flow/design.v
export SDC_FILE = /design/flow/constraint.sdc
export NUM_CORES = 4
export LEC_CHECK = 1
export CORE_UTILIZATION = 30
```
`flow/constraint.sdc`:
```
current_design BranchingLogic

set clk_period 16.2
set clk_io_pct 0.2

create_clock -name clk0 -period $clk_period

set non_clock_inputs [all_inputs -no_clocks]
set_input_delay [expr $clk_period * $clk_io_pct] -clock clk0 $non_clock_inputs
set_output_delay [expr $clk_period * $clk_io_pct] -clock clk0 [all_outputs]
```
==> flow_metrics.py <==
# Synthesis and PnR figures
metrics = {
    "yosys": {
        "syn-cell-area_sq_mm": 0.001807,
        "syn_inst": 190,
        "ys_seq_share": 0,
        "avgSynthCellArea_sq_um": 9.509,
        "yosysCellCount": 190,
        "synth-area-yosys_sq_mm": 0.001807,
        "synth_cell_types": 16,
        "synth_warnings": 3,
    },
    "clock_tree": {
        "cts_hold_buf": 0,
        "postCtsSetupRepairBufs": 0,
        "cts_resized": 31,
    },
    "cells_and_area": {
        "n_clock_buffer": 0,
        "fin_util": 0.5418,
        "layout.cells.non_filler": 359,
        "ff_count": 0,
        "drive_gt1_frac": 0.1707,
        "areaGrowthSynthToFinish_pct": 69.18,
        "combGateArea_sq_mm": 0.001454,
        "nFillCells": 531,
        "seqCellArea_sq_um": 0,
    },
    "floorplanning": {
        "core_region_area_sq_mm": 0.005642,
        "die_area_sq_mm": 0.006337,
        "core_util_floorplan": 0.3202,
        "pin_count": 137,
        "die-height_um": 79.61,
        "die_w_um": 79.61,
        "rows": 27,
    },
    "grt": {
        "grt_pass1_vias": 1494,
        "grt_pass1_wl_mm": 6.789,
        "gr-usage-all-layers": 0.1390,
        "grt_start_max_net_pins": 16,
        "grt_overflow": 0,
        "antenna_found_initial": 0,
    },
    "critical_path": {
        "critPathMaxFanout": 2,
        "required_ns": 12.96,
        "worst_setup_path_start_kind": "input port",
        "crit_top_cell": "fa_2",
        "cp_num_buf_inv": 3,
        "critPathCaptureType": "output pin",
        "path_class": "input port to output pin",
        "crit_arrival_ns": 13.57,
        "max_stage_delay_ns": 0.37,
        "cpLargestDelayFamily": "adder cells",
        "crit_slowest_cell": "fa_2",
    },
    "detailed_routing": {
        "drc": 0,
        "ant_nets": 0,
        "drt_iter0_markers": 7,
        "post_drt_wl_per_cell_um": 11.44,
        "via_count": 1466,
        "antennaDiodeCount": 0,
        "avgViaCountPerCell": 4.084,
        "dr.pass1.iters": 4,
        "routed_wl_mm": 4.106,
    },
    "outcome": {
        "failed_checks": "setup timing",
        "status": "complete, but fails checks",
    },
    "final_timing": {
        "max_freq_mhz": 59.48,
        "finalCritPeriodShare": 1.038,
        "relSlewSlack": 0.6555,
        "hold_viol_final": 0,
        "setup_violations": 3,
        "grt_setup_unrepaired": "true",
        "drv_slew": 0,
        "worst_slack_ns": -0.6116,
        "worstMarginPinSlew_ns": 0.5162,
        "fin_crit_ns": 16.81,
    },
    "flow_run": {
        "maxCapViolations": 0,
        "warning_count": 37,
    },
    "min_path": {
        "hp-class": "input port to output pin",
    },
    "power_and_ir_drop": {
        "p_leak_uw": 0.001531,
        "p_per_area_mw_per_mm2": 28.78,
        "peakVddDrop_uv": 13.70,
    },
    "placement": {
        "gp_congestion": 0.7638,
        "io_buffers": 129,
        "place_inst": 359,
        "hpwlAfterDp_mm": 3.831,
    },
}
cell usage after synthesis:
cell type | number | area (sq um)
and3b_1 | 1 | 8.760
buf_2 | 1 | 5.000
buf_4 | 34 | 255.2
buf_6 | 2 | 22.52
fa_1 | 28 | 560.5
ha_1 | 29 | 362.9
inv_1 | 54 | 202.7
mux2_1 | 3 | 33.78
mux2i_1 | 30 | 300.3
nand3_1 | 1 | 5.000
nand4_1 | 1 | 6.260
nor2_1 | 1 | 3.750
nor2b_1 | 1 | 6.260
nor3b_1 | 1 | 7.510
xnor2_1 | 2 | 17.52
xor2_1 | 1 | 8.760
routing by layer:
| metal | wire (um) | global-route usage | vias to the layer above |
|---|---|---|---|
| met2 | 1998 | 0.2470 | 72 |
| met1 | 1694 | 0.1920 | 648 |
| met3 | 413 | 0.02204 | 0 |
| li1 | - | - | 746 |
| met4 | 0 | 0 | 0 |
| met5 | 0 | 0 | - |
cells in the final DEF (no fill, tap or decap), drive strengths merged:
master,n
clkbuf,1
and3b,1
xor2,1
dlymetal6s2s,1
nand3,1
nand4,1
ha,29
dlygate4sd2,2
buf,11
nor2b,1
fa,28
xnor2,2
nor3b,1
inv,54
nor2,1
mux2i,30
clkdlybuf4s50,119
mux2,3
kinds of logic (layout without fill, tap and decap cells):
group,after synthesis,count (layout),synth area share
xor gates and xnor gates,3,3,0.01455
adders and majority gates,57,57,0.5111
buffers and inverters,91,188,0.2687
muxes,33,33,0.1849
and+or+nand+nor,6,6,0.02078
final cells by class:
cell class         count  area share
inverters             54     0.06631
multi-input cells     99      0.4756
well taps             72     0.02947
repair buffers       134      0.4286
report_power, final:
| group | leakage (uW) | internal [uW] | switching (uW) |
|---|---|---|---|
| Clock | 0 | 0 | 0 |
| Combinational | 0.00153 | 59.9 | 28.1 |
| Sequential | 0 | 0 | 0 |
path summary, 6_finish.rpt:
path	from	to	depth (start not counted)	slack [ns]
setup / recovery	program_counter_in[2]	program_counter_out[31]	35	-0.61
hold / removal	program_counter_in[0]	pc_plus4[0]	0	6.48
per-stage QoR:
stage | instance area, sq um | hold slack (ns) | setup TNS [ns] | setup slack [ns] | power [uW]
6_report | 3057 | 6.480 | -1.185 | -0.6116 | 87.97
3_3_place_gp | 3053 | 6.480 | -4.406 | -1.477 | 90.16
4_1_cts | 3040 | 6.480 | -1.395 | -0.6974 | 89.83
2_1_floorplan | 1912 | 6.546 | -0.07678 | -0.07678 | 41.33
5_1_grt | 3057 | 6.480 | -1.964 | -0.8844 | 100.5
3_5_place_dp | 3053 | 6.480 | -4.287 | -1.440 | 90.79
Power is estimated from default activity; no workload was simulated.
